==> config.mk <==
export PLATFORM = sky130hd
export DESIGN_NAME = decompress
export DESIGN_NICKNAME = decompress
export VERILOG_FILES = /design/flow/design.v
export SDC_FILE = /design/flow/constraint.sdc
export NUM_CORES = 4
export LEC_CHECK = 1
export CORE_AREA = 10 10 114 114
export DIE_AREA = 0 0 124 124
==> constraint.sdc <==
current_design decompress

set clk_period 2.8
set clk_io_pct 0.2

create_clock -name clk0 -period $clk_period

set non_clock_inputs [all_inputs -no_clocks]
set_input_delay [expr $clk_period * $clk_io_pct] -clock clk0 $non_clock_inputs
set_output_delay [expr $clk_period * $clk_io_pct] -clock clk0 [all_outputs]
==> design.v <==
module decompress (
        input       [15:0]  instr_c,
        output  reg [31:0]  instruction
    );
    wire    [1:0]       opcode;
    wire    [2:0]       funct3;
    wire    [4:0]       rs1_, rs2_, rd_;
    wire    [4:0]       rs1, rs2, rd;
    wire    [19:0]      imm_ci;
    wire    [11:0]      imm_16sp;
    wire    [11:0]      uimm_4spn;
    wire    [11:1]      imm_cb;
    wire    [20:1]      imm_cj;
    wire    [11:0]      uimm_cw;
    wire    [11:0]      uimm_lwsp, uimm_swsp;
    assign  opcode = instr_c[1:0];
    assign  funct3 = instr_c[15:13];
    assign  rs1_ = {2'b01, instr_c[9:7]};
    assign  rs2_ = {2'b01, instr_c[4:2]};
    assign  rd_ = {2'b01, instr_c[9:7]};
    assign  rs1 = instr_c[11:7];
    assign  rs2 = instr_c[6:2];
    assign  rd = instr_c[11:7];
    assign  imm_ci = {{15{instr_c[12]}}, instr_c[6:2]};   
    assign  imm_16sp = {{3{instr_c[12]}}, instr_c[4:3], instr_c[5], instr_c[2], instr_c[6], 4'b0};
    assign  uimm_4spn = {2'b0, instr_c[10:7], instr_c[12:11], instr_c[5], instr_c[6], 2'b0};
    assign  imm_cb = {{4{instr_c[12]}}, instr_c[6:5], instr_c[2], instr_c[11:10], instr_c[4:3]};
    assign  imm_cj = {{10{instr_c[12]}}, instr_c[8], instr_c[10:9], instr_c[6], instr_c[7], instr_c[2], instr_c[11], instr_c[5:3]};
    assign  uimm_cw = {5'b0, instr_c[5], instr_c[12:10], instr_c[6], 2'b0};
    assign  uimm_lwsp = {4'b0, instr_c[3:2], instr_c[12], instr_c[6:4], 2'b0};
    assign  uimm_swsp = {4'b0, instr_c[8:7], instr_c[12:9], 2'b0};
    always @(*) begin
        case (opcode)
            2'b00   : begin
                case (funct3)
                    3'b000  : begin
                        if(instr_c[12:5]!=8'd0)
                            instruction = {uimm_4spn, 5'd2, 3'b000, rd_, 7'b0010011};   
                        else
                            instruction = 32'h00000013;
                    end
                    3'b010  : instruction = {uimm_cw, rs1_, 3'b010, rd_, 7'b0000011};   
                    3'b110  : instruction = {uimm_cw[11:5], rs2_, rs1_, 3'b010, uimm_cw[4:0], 7'b0100011};   
                    default : instruction = 32'h00000013;
                endcase
            end
            2'b01   : begin
                case (funct3)
                    3'b000  : instruction = {imm_ci[11:0], rd, 3'b000, rd, 7'b0010011};   
                    3'b001  : instruction = {imm_cj[20], imm_cj[10:1], imm_cj[11], imm_cj[19:12], 5'd1, 7'b1101111};   
                    3'b010  : instruction = {imm_ci[11:0], rd, 3'b000, 5'd0, 7'b0010011};   
                    3'b011  : begin
                        if(rd==5'd2)
                            instruction = {imm_16sp, rd, 3'b000, rd, 7'b0010011};   
                        else
                            instruction = {imm_ci[19:0], rd, 7'b0110111};   
                    end
                    3'b100  : begin
                        case (instr_c[11:10])
                            2'b11   : begin
                                case (instr_c[6:5])
                                    2'b11   : instruction = {7'b0000000, rs2_, rd_, 3'b111, rd_, 7'b0110011};   
                                    2'b10   : instruction = {7'b0000000, rs2_, rd_, 3'b110, rd_, 7'b0110011};   
                                    2'b01   : instruction = {7'b0000000, rs2_, rd_, 3'b100, rd_, 7'b0110011};   
                                    2'b00   : instruction = {7'b0100000, rs2_, rd_, 3'b000, rd_, 7'b0110011};   
                                endcase
                            end
                            2'b10   : instruction = {imm_ci[11:0], rd, 3'b111, rd_, 7'b0010011};   
                            2'b01   : instruction = {6'b0, imm_ci[5:0], rd, 3'b101, rd_, 7'b0010011};   
                            2'b00   : instruction = {6'b0, imm_ci[5:0], rd, 3'b101, rd_, 7'b0010011};   
                        endcase
                    end
                    3'b101  : instruction = {imm_cj[20], imm_cj[10:1], imm_cj[11], imm_cj[19:12], 5'd0, 7'b1101111};   
                    3'b110  : instruction = {imm_cb[11:5], 5'd0, rs1_, 3'b000, imm_cb[4:1], 1'b0, 7'b1100011};   
                    3'b111  : instruction = {imm_cb[11:5], 5'd0, rs1_, 3'b001, imm_cb[4:1], 1'b0, 7'b1100011};   
                endcase
            end
            2'b10   : begin
                case (funct3)
                    3'b000  : instruction = {6'b0, imm_ci[5:0], rd, 3'b001, rd, 7'b0010011};   
                    3'b010  : instruction = {uimm_lwsp, 5'd2, 3'b010, rd, 7'b0000011};   
                    3'b100  : begin
                        if(rs2==5'd0)
                            instruction = {12'b0, rs1, 3'b010, {4'b0, instr_c[12]}, 7'b1100111};   
                        else
                            instruction = {7'b0000000, rs2, rd&{5{instr_c[12]}}, 3'b000, rd, 7'b0110011};   
                    end
                    3'b110  : instruction = {uimm_swsp[11:5], rs2, 5'd0, 3'b010, uimm_swsp[4:0], 7'b0100011};   
                    default : instruction = 32'h00000013;
                endcase
            end
            default : instruction = 32'h00000013;
        endcase
    end
endmodule
==> run.sh <==
#!/bin/bash
# OpenROAD 26Q1-2900-gdf79404cd8, Yosys 0.63+post, stock flow scripts
make -C /OpenROAD-flow-scripts/flow DESIGN_CONFIG=/design/flow/config.mk WORK_HOME=/design/flow/orfs finish
==> qor.yml <==
outcome: "finished clean"
dr.pass1.iters: 5
place.gp.congestion: 0.978
power.internal_uw: 207
die_y_microns: 124
final.period_utilization_pct: 98.2
totalNegativeSetupSlack_ns: 0
warnings: 34
stdcell_area_sq_um: 3020
yosys-stat-area_sq_um: 1540
rows: 37
netlist_area_sq_um: 1540
vdd_drop_max_v: 0.0000680
combPwrFrac_pct: 100.0
p_leak_uw: 0.00136
critPathCaptureType: "output pin"
syn-instance-count: 263
crit_slowest_cell: "or4_4"
ys_seq_share_pct: 0
io_pins: 48
drt-initial-drc-count: 268
path_max_fanout: 4
route.met3.wl_mm: 1.04
core_sq_um: 10400
top_layer: "met4"
initCoreUtil_pct: 14.8
first_global_vias: 2603
fin_hold_ws_ns: 1.56
die-area_sq_um: 15400
ys_cells: 263
wl_per_cell_microns: 17.7
dr_wl_met2_mm: 4.07
path_buffers: 3
critical-path-top-delay-family: "simple AND/OR/NAND/NOR gates"
grt_pass1_wl_mm: 14.6
yosysWarnings: 1
rsz0062_at_grt: "yes"
wl_met1_mm: 4.09
antenna_found_initial: 0
path_cells: "buf_2, or4_4, nor2_4, buf_6, o21ai_2, nand3_2, o21ai_2, clkdlybuf4s50_1"
p_per_area_nw_per_um2: 141
num-fill-cells: 1112
regArea_sq_um: 0
synth_cell_types: 58
portBuffers: 46
final-setup-viol-count: 0
die_w_microns: 124
crit_arrival_ns: 2.19
drv_slew: 0
swShare_pct: 51.5
required_ns: 2.24
crit_top_cell: "o21ai_2"
drt.antenna.violating_nets: 0
drive_gt1_share_pct: 44.1
hp-class: "input pin to output pin"
cp-start-kind: "input pin"
clock.fmax_mhz: 364
grt_max_degree: 14
flop-count: 0
crit_type: "input pin to output pin"
antenna_cells: 0
drt_wl_total_mm: 9.32
fin_crit_ns: 2.75
drv_cap: 0
track_usage_pct: 11.8
power_uw: 427
grt-ovfl-total: 0
vias: 2656
p_switching_uw: 220
routed_via_density: 5.05
synth_top_cell_by_area: "a21oi_1"
top_cell_area_share_pct: 11.1
place_area_sq_um: 2740
synth_area_per_cell_sq_um: 5.84
p_seq_share_pct: 0
hold_viol_final: 0
hpwl_mm: 7.39
synth.area.top_cells: "a21oi_1 (11%), nand2_1 (10%), o21ai_0 (6.8%)"
area_delta_synth_final_pct: 96.8
synth_top_cell_by_count: "nand2_1"
clkbuf_count: 0
common_cells: "nand2_1 (41), a21oi_1 (34), o21ai_0 (21)"
drc: 0
p_clk_share_pct: 0
slowest_delay_ns: 0.55
[cell families (layout without fill, tap and decap cells)]
logic type	Yosys count	in the layout	share of synthesized area, %
other cells	1	2	0.244
compound gates	127	127	54.9
buf+inv	37	163	10.9
mux	1	1	0.651
simple gates	97	97	33.3
[power by group through the flow]
stage | combinational [uW] | sequential [uW] | clock, uW
4_1_cts | 412 | 0 | 0
5_1_grt | 460 | 0 | 0
6_report | 427 | 0 | 0
[routing by layer]
metal | global-route usage (%) | vias up
li1 | - | 1248
met3 | 3.03 | 12
met2 | 18.0 | 155
met1 | 16.8 | 1241
met4 | 1.80 | 0
met5 | 0 | -
[stage by stage]
step / instances / utilization (%) / setup WS, ns
2_1_floorplan: 264 / - / 0.523
3_3_place_gp: 511 / 26.3 / -0.631
3_5_place_dp: 511 / 26.3 / -0.622
4_1_cts: 524 / 28.3 / -0.00867
5_1_grt: 526 / 29.0 / -0.00410
6_report: 526 / 29.0 / 0.0501
[worst paths after layout]
kind	startpoint	to	slack, ns	cells after the start
worst max-delay path	instr_c[10]	instruction[5]	0.05	8
worst min-delay path	instr_c[13]	instruction[18]	1.56	4
[cell type report]
type | instances | area, sq um | share of cell area (%)
multi-input combinational | 227 | 1540 | 51.0
inverter | 8 | 35.0 | 1.16
timing repair buffer | 155 | 1280 | 42.2
tap | 136 | 170 | 5.63
[cell usage in the layout, fill, tap and decap left out, types with 6 or more instances in the layout]
cell type and instances:
nor2_1 10, clkdlybuf4s50_1 6, nand2_1 38, buf_2 12
nor2b_1 8, buf_4 92, a21oi_2 6, a31oi_1 6
inv_1 6, o21ai_0 16, a21oi_1 28, dlygate4sd2_1 15
buf_6 16, o21ai_1 12
[what timing repair did]
action,CTS,global route
endpoints found under the setup margin,30,19
pin swaps,23,13
buffers inserted,13,3
hold buffers,0,0
resized,121,28
